===== ./config.mk =====
export PLATFORM = sky130hd
export DESIGN_NAME = seven_segment_led
export DESIGN_NICKNAME = seven_segment_led
export VERILOG_FILES = /design/flow/design.v
export SDC_FILE = /design/flow/constraint.sdc
export NUM_CORES = 4
export LEC_CHECK = 1
export CORE_AREA = 10 10 70 70
export DIE_AREA = 0 0 80 80

===== ./constraint.sdc =====
current_design seven_segment_led

set clk_period 1.1
set clk_io_pct 0.2

create_clock -name clk0 -period $clk_period

set non_clock_inputs [all_inputs -no_clocks]
set_input_delay [expr $clk_period * $clk_io_pct] -clock clk0 $non_clock_inputs
set_output_delay [expr $clk_period * $clk_io_pct] -clock clk0 [all_outputs]

===== ./design.v =====
`timescale 1ns / 1ps
module seven_segment_led(
    inp, out
    );
    input [3:0] inp;
    output reg [6:0] out;
    always @ (inp) begin
    case (inp)
    4'b0000 : out = 7'b0111111;
    4'b0001 : out = 7'b0000110;
    4'b0010 : out = 7'b1011011;
    4'b0011 : out = 7'b1001111;
    4'b0100 : out =  7'b1100110;
    4'b0101 : out =  7'b1011011;
    4'b0110 : out =  7'b1111101;
    4'b0111 : out =  7'b0000111;
    4'b1000 : out =  7'b1111111;
    4'b1001 : out =  7'b1101111;
    default : out = 7'b1111111;
    endcase          
    end
endmodule

===== ./run.sh =====
#!/bin/bash
# OpenROAD 26Q1-2900-gdf79404cd8, Yosys 0.63+post, stock flow scripts
make -C /OpenROAD-flow-scripts/flow DESIGN_CONFIG=/design/flow/config.mk WORK_HOME=/design/flow/orfs finish

==> results.py <==
# Flow results
metrics = {
    "sta": {
        "grt_setup_unrepaired": "yes",
        "hold_viol_final": 0,
        "timing.final.ws_setup_ps": -189,
        "setup_viol_count_final": 5,
        "slew_viol_final": 0,
        "finalCriticalPeriod_ps": 1290,
        "tightest_slew_ps": 237,
        "finalClockPeriodUsage_pct": 117,
        "slew_headroom_pct": 84.2,
        "hold_ws_ps": 789,
        "fmax_mhz": 776,
    },
    "routing": {
        "wl_um": 822,
        "routed_via_density": 2.88,
        "dr.pass1.iters": 1,
        "antenna_cells": 0,
        "drc_errors": 0,
        "vias": 271,
        "final_antenna_net_count": 0,
        "drt-initial-drc-count": 0,
        "post_drt_wl_per_cell_um": 8.74,
    },
    "job": {
        "openroad.warnings": 39,
        "max-cap-violations": 0,
    },
    "worst_setup_path": {
        "setup.worst_path.class": "in2out",
        "crit_family": "buffers and inverters",
        "critPathMaxStageDelay_ps": 220,
        "path_cells": "buf_12 -> inv_8 -> ha_4 -> or2b_1 -> a21o_1 -> buf_2",
        "cp-start-kind": "input port",
        "cp.required_ps": 880,
        "cpMaxStageDelayCell": "or2b_1",
        "critPathCaptureType": "output port",
        "arrival_ps": 1070,
        "cp_num_buf_inv": 3,
        "crit_fanout": 5,
    },
    "grt": {
        "overflow": 0,
        "antenna_found_initial": 0,
        "grt_max_degree": 8,
        "grtUsageTotal_pct": 2.33,
        "grt_pass1_vias": 265,
        "grt_pass1_wl_um": 1260,
    },
    "synth": {
        "ys_sh_simple_pct": 38.1,
        "ys_types": 17,
        "yosys.area.top_type": "ha_1",
        "synth.area.top_cells": "ha_1 33%, a21o_1 9.9%, nor4_2 5.5%",
        "ys_sh_aoi_pct": 13.8,
        "ys_seq_share_pct": 0,
        "ys_cells": 27,
        "ys_warn_count": 1,
        "synth_area_sq_um": 226,
        "yosysTopAreaCellShare_pct": 33.1,
        "mux_share_pct": 4.42,
        "synth_chip_area_sq_um": 226,
        "avgSynthCellArea_sq_um": 8.39,
        "logic_family": "simple AND/OR/NAND/NOR gates",
        "xor_share_pct": 0,
        "syn_inst": 27,
        "synthAdderAreaFrac_pct": 33.1,
    },
    "worst_hold_path": {
        "hold_class": "in2out",
        "hold_end": "out[3]",
        "min_delay_path_depth": 3,
        "hold_start": "inp[3]",
    },
    "finish": {
        "regArea_sq_um": 0,
        "flop-count": 0,
        "area_delta_synth_final_pct": 142,
        "layout-drive-gt1-share_pct": 66.7,
        "nClkBuffers": 0,
    },
    "pwr": {
        "p_clk_share_pct": 0,
        "switching_power_mw": 0.0645,
        "p_int_mw": 0.0990,
        "power_density_nw_per_um2": 298,
        "p_leak_nw": 0.226,
        "seqPwrFrac_pct": 0,
        "vdd_drop_max_mv": 0.102,
        "power_mw": 0.163,
        "swShare_pct": 39.4,
        "p_comb_share_pct": 100.0,
    },
    "run_status": {
        "status": "finished, violations left",
        "violations": "negative setup slack",
    },
    "die": {
        "coreArea_sq_um": 3420,
        "fp_util_pct": 6.63,
        "die_w_um": 80,
        "dieArea_sq_um": 6400,
        "die_height_um": 80,
        "core.rowCount": 21,
        "io_pins": 11,
    },
    "placed_design": {
        "portBuffers": 11,
        "dp_hpwl_um": 600,
        "gp_congestion": 0.654,
    },
}
## power by group through the flow
stage / clock network [mW] / logic [mW] / registers (mW)
after CTS: 0 / 0.149 / 0
after global routing: 0 / 0.181 / 0
final: 0 / 0.163 / 0
## timing repair
action / in CTS / in global routing
hold buffers: 0 / 0
buffers inserted: 6 / 0
pin swaps: 10 / 4
setup endpoints to repair: 7 / 7
resized: 58 / 8
## Yosys cell counts
cell / number
buf_2: 1
and3b_1: 1
or2b_1: 1
or2_1: 2
a21o_1: 3
nor2b_1: 1
mux2i_1: 1
nand2b_1: 1
a211o_1: 1
inv_1: 2
ha_1: 6
nor3_2: 1
nor3b_1: 1
nand3b_1: 1
nand2_1: 2
buf_6: 1
nor4_2: 1
## worst min-delay path, cell delays in order
cell	delay, ps
buf_2	160
a21o_1	100
buf_2	90
## logic make-up after synthesis
family	after synthesis
AND/OR/NAND/NOR	12
adder cells (fa/ha/maj)	6
AND-OR/OR-AND	4
buffers and inverters	4
multiplexers	1
## area by class of cell
type | instances | area [sq um]
multi-input cells | 23 | 269
well taps | 46 | 57.6
fillers | 394 | 2870
inverters | 2 | 22.5
repair buffers | 23 | 199
## how the worst max path moves through the flow
| stage | startpoint | endpoint | slack, ps | depth (start not counted) |
|---|---|---|---|---|
| CTS | inp[0] | out[3] | -170 | 6 |
| global route | inp[0] | out[3] | -240 | 6 |
| finish | inp[0] | out[3] | -190 | 6 |
## cell usage in the layout, fill, tap and decap left out, drive strengths merged, types with 2 or more instances in the layout
| cell | instances |
|---|---|
| ha | 6 |
| buf | 22 |
| or2 | 2 |
| inv | 2 |
| nand2 | 2 |
| a21o | 3 |
## stage by stage
step	cell area, sq um	util (%)	setup TNS, ps	instances	setup slack [ps]
after CTS	513	15.0	-808	94	-174
after global routing	548	16.0	-930	94	-238
after global placement	435	12.7	-6140	88	-977
after floorplan	239	-	0	27	25.3
after detailed placement	435	12.7	-6200	88	-996
final	548	16.0	-650	94	-189
## routing by layer
| metal | part of all wire, % | vias to the layer above | track usage, % |
|---|---|---|---|
| met3 | 7.8 | 0 | 0.682 |
| met5 | 0 | - | 0 |
| met1 | 54 | 126 | 3.56 |
| met4 | 0 | 0 | 0 |
| li1 | - | 136 | - |
| met2 | 38 | 9 | 3.29 |
No activity file was given, so power comes from the tool's default toggle rates.
