===== flow/design.v =====
`timescale 1ns / 1ps
module frequency_divider_500(
    clk, out, reset
    );
    input clk, reset;
    output reg out;
    reg [25:0] counter;
    localparam HALF_PERIOD = 62499999;
    always @ (posedge clk or posedge reset) begin
        if (reset) begin
            counter <= 0;
            out <= 0;
        end
        else begin
            counter <= counter + 1;
            if (counter == 62499999) begin
                counter <= 0;
                out <= ~out;
            end
        end
    end
endmodule

===== flow/run.sh =====
#!/bin/bash
# OpenROAD 26Q1-2900-gdf79404cd8, Yosys 0.63+post, stock flow scripts
make -C /OpenROAD-flow-scripts/flow DESIGN_CONFIG=/design/flow/config.mk WORK_HOME=/design/flow/orfs finish

===== flow/config.mk =====
export PLATFORM = sky130hd
export DESIGN_NAME = frequency_divider_500
export DESIGN_NICKNAME = frequency_divider_500
export VERILOG_FILES = /design/flow/design.v
export SDC_FILE = /design/flow/constraint.sdc
export NUM_CORES = 4
export LEC_CHECK = 1
export CORE_AREA = 10 10 109 109
export DIE_AREA = 0 0 119 119

===== flow/constraint.sdc =====
current_design frequency_divider_500

set clk_period 5.5
set clk_io_pct 0.2

create_clock -name clk0 -period $clk_period [get_ports {clk}]

set non_clock_inputs [all_inputs -no_clocks]
set_input_delay [expr $clk_period * $clk_io_pct] -clock clk0 $non_clock_inputs
set_output_delay [expr $clk_period * $clk_io_pct] -clock clk0 [all_outputs]

==> GITHUB_STEP_SUMMARY <==
### Yosys + OpenROAD results

| Metric | Value |
|---|---|
| Number of nets still failing antenna checks after routing | `0` |
| Worst reg-to-reg path cell count | `5` |
| Setup repair after global routing missed its margin | `no` |
| First-pass GRT wire length | `5.05 mm` |
| Worst-path cell chain | `clkdlybuf4s50_1` |
| Detailed placer's ending HPWL | `2.06 mm` |
| CP arrival | `1120 ps` |
| Crit path depth | `1` |
| Final WL | `2.83 mm` |
| Max-slew headroom at the worst pin | `56.5%` |
| Vias in the first global route | `1042` |
| Synthesized area per cell | `9.99 um2` |
| Transition time at the pin with the least slew margin | `647 ps` |
| Combinational Power Share | `1.6%` |
| Placer's final routability congestion estimate | `0.857` |
| Final hold violation count | `0` |
| Number of buffers added for setup after CTS | `0` |
| Antenna violations before repair | `0` |
| Die outline area | `0.0142 mm2` |
| Internal Power | `0.253 mW` |
| Number of port buffers | `2` |
| I/O pin total | `3` |
| Final setup vio count | `0` |
| Number of levels in the clock H-tree | `1` |
| Required time worst endpoint | `4400 ps` |
| Final-layout setup total negative slack | `0 ps` |
| Total global routing overflow | `0` |
| Hold WC Path Type | `flop to flop` |
| Crit path capture type | `primary output` |
| Worst stage delay on the critical path | `470 ps` |
| Gate Count Post-Synth | `143` |
| Fmax | `450 MHz` |
| Maximum count of clock buffers along a single path | `2` |
| Fraction of the core area occupied by cells at floorplan | `14.8%` |
| Ratio of routed vias to standard cells | `4.02` |
| Status | `complete, no violations` |
| Crit path launch type | `flop` |
| Post-synthesis cell type count | `35` |
| Clock tree from TritonCTS | `done` |
| Prevailing logic family in the synthesized netlist | `simple AND/OR/NAND/NOR gates` |
| Overall power consumption | `0.321 mW` |
| Xor and xnor area share after synthesis | `9.81%` |
| Antenna diode count | `0` |
| Total routing resource utilization after global routing | `4.10%` |
| Buffers & Inverters on Critical Path | `1` |
| Netlist Area Pre-Place | `0.00143 mm2` |
| Max Cap Violations | `0` |
| Max-slew violation total from the final report | `0` |
| Leakage | `0.646 nW` |
| CTS root buffer | `clkbuf_8` |
| Number of warnings printed during yosys synthesis | `1` |
| Start-to-end type of the worst setup path | `flop to primary output` |
| AO/OA Area Share | `5.60%` |
| Area of the placeable core | `0.00964 mm2` |
| Power density over the cells | `192 mW/mm2` |
| Clock edge transition at the registers on the reported setup and hold paths | `100 ps` |
| Share of the yosys chip area belonging to registers | `47.3%` |
| Family with the most delay on the worst path | `buffers and inverters` |
| Simple-Gate Area Share | `30.6%` |
| CTS Hold Buffers Added | `0` |
| Vias after detailed routing | `1126` |
| Worst-skew pair later-pin latency | `280 ps` |
| Switching pwr | `0.0683 mW` |
| Net switching share of the total power | `21.3%` |
| FA/HA/MAJ Cells, Area Fraction | `0.876%` |
| Routed wire per std cell | `10.1 um` |
| Register share of total power | `61.8%` |
| Layout cells sized above 1 | `10.2%` |
| Pre-Repair DR Iteration Count | `4` |
| Worst clock skew | `6.66 ps` |
| Number of cell instances after yosys synthesis | `143` |
| CTS Sinks | `27` |
| Die span in x | `119 um` |
| Number of rows created at floorplan | `36` |
| Number of storage elements in the synthesis netlist | `27` |
| Pin count of the biggest net entering global routing | `28` |
| Number of CTS-inserted buffers | `3` |
| PostCTS Resize Cnt | `0` |
| Yosys Chip Area | `0.00143 mm2` |
| Crit path time final | `2220 ps` |
| Proportion of synthesized area in mux cells | `2.80%` |
| Area growth from synthesis to layout | `16.8%` |
| Slowest library cell on the worst path | `clkdlybuf4s50_1` |
| Count of cells along the worst hold path | `1` |
| Clk pwr share | `36.6%` |
| Die span in y | `119 um` |
| Max IR drop VDD | `108 uV` |
| Highest fanout seen on the critical path | `2` |
| Number of OpenROAD warnings | `25` |
| Number of DRC violations after detailed-routing iteration 0 | `130` |
| Number of design rule violations left after detail routing | `0` |
| Final-layout fill cell count | `1086` |
| Crit share post-route | `40.4%` |
-- Yosys cell counts --
cell	instances	area (um2)
a21bo_2	1	10.0
a21oi_1	5	25.0
a31o_2	1	8.76
and3_1	2	12.5
and3_2	1	7.51
and4_1	2	17.5
and4bb_2	1	12.5
buf_2	1	5.00
buf_4	1	7.51
clkbuf_1	2	7.51
clkbuf_2	1	5.00
dfrtp_1	27	676
ha_1	1	12.5
inv_1	5	18.8
mux2i_1	4	40.0
nand2_1	5	18.8
nand2b_1	1	6.26
nand3_1	13	65.1
nand3_4	1	17.5
nand3b_1	2	15.0
nand4_1	14	87.6
nor2_1	10	37.5
nor2b_1	1	6.26
nor3_1	3	15.0
nor4_1	6	37.5
nor4b_1	4	35.0
o21ai_0	4	20.0
o31ai_1	1	7.51
o41ai_1	1	8.76
or3_1	3	18.8
or3_2	1	7.51
or4_1	1	7.51
or4_4	1	11.3
xnor2_1	11	96.3
xor2_1	5	43.8
-- cells by family after synthesis --
group	Yosys count
AND/OR/NAND/NOR	72
flip-flops	27
XOR/XNOR	16
AND-OR/OR-AND	13
buffers and inverters	10
multiplexers	4
adder cells (fa/ha/maj)	1
-- flip-flops by register name (all words and copies together) (netlist names) --
register  flops
counter      26
out           1
-- worst reg2reg max path, stage by stage, from the launching register on --
cell     delay, ps
dfrtp_1        410
ha_1           220
nand4_1        330
nor4_1         670
nand3_1        190
mux2i_1        150
-- path summary, 6_finish.rpt --
path | from | endpoint | slack [ps]
min reg2reg | out$_DFFE_PP0N_ | out$_DFFE_PP0N_ | 480
min | out$_DFFE_PP0N_ | out$_DFFE_PP0N_ | 480
max reg2reg | counter[0]$_DFF_PP0_ | counter[24]$_DFF_PP0_ | 3410
max in group asynchronous | reset | counter[23]$_DFF_PP0_ | 4060
min in group asynchronous | reset | counter[12]$_DFF_PP0_ | 1180
max | out$_DFFE_PP0N_ | out | 3280
-- metrics by stage --
step / hold slack [ps] / instances / setup WS (ps) / util (%) / area, um2
final: 479 / 280 / 3280 / 17.3 / 1670
after global placement: 458 / 276 / 3470 / 16.8 / 1620
after floorplan: 420 / 143 / 3660 / - / 1430
after detailed placement: 457 / 276 / 3410 / 16.8 / 1620
after global routing: 498 / 280 / 3220 / 17.3 / 1670
after CTS: 483 / 280 / 3250 / 17.3 / 1670
-- cell type report --
class | instances | area [um2] | area share [%]
well taps | 133 | 166 | 9.97
clock inverters | 1 | 8.76 | 0.525
flip-flops and latches | 27 | 676 | 40.5
clock buffers | 3 | 41.3 | 2.47
inverters | 5 | 18.8 | 1.12
repair buffers | 5 | 42.5 | 2.55
multi-input cells | 106 | 716 | 42.9
-- placed cells by master (no fill, tap or decap), types with 2 or more instances in the layout --
| cell type | netlist | routed |
|---|---|---|
| dfrtp_1 | 27 | 27 |
| nand4_1 | 14 | 14 |
| nand3_1 | 13 | 13 |
| xnor2_1 | 11 | 11 |
| nor2_1 | 10 | 10 |
| nand2_1 | 5 | 5 |
| nor4_1 | 6 | 5 |
| inv_1 | 5 | 5 |
| a21oi_1 | 5 | 5 |
| xor2_1 | 5 | 5 |
| nor4b_1 | 4 | 4 |
| mux2i_1 | 4 | 4 |
| o21ai_0 | 4 | 4 |
| or3_1 | 3 | 3 |
| nor3_1 | 3 | 3 |
| clkbuf_8 | 0 | 3 |
| buf_4 | 1 | 3 |
| and3_1 | 2 | 2 |
| and4_1 | 2 | 2 |
| nand3b_1 | 2 | 2 |
| clkdlybuf4s50_1 | 0 | 2 |
-- power by group through the flow --
stage	Sequential (mW)	Combinational [mW]	Clock, mW
after CTS	0.198	0.00551	0.126
after global routing	0.198	0.00604	0.135
final	0.198	0.00500	0.118
-- per-layer routing --
metal / GRT usage (%) / up-vias / part of all wire (%)
li1: - / 539 / -
met1: 6.03 / 556 / 49
met2: 6.12 / 29 / 44
met3: 1.06 / 2 / 5.2
met4: 0.458 / 0 / 1.5
met5: 0 / - / 0
Power is estimated from default activity; no workload was simulated.
